## flow/config.mk

```make
export PLATFORM = sky130hd
export DESIGN_NAME = word_memory
export DESIGN_NICKNAME = word_memory
export VERILOG_FILES = /design/flow/design.v
export SDC_FILE = /design/flow/constraint.sdc
export NUM_CORES = 4
export LEC_CHECK = 1
export CORE_UTILIZATION = 40
```

## flow/constraint.sdc

```tcl
current_design word_memory

set clk_period 5.4
set clk_io_pct 0.2

create_clock -name clk0 -period $clk_period [get_ports {clk}]

set non_clock_inputs [all_inputs -no_clocks]
set_input_delay [expr $clk_period * $clk_io_pct] -clock clk0 $non_clock_inputs
set_output_delay [expr $clk_period * $clk_io_pct] -clock clk0 [all_outputs]
```

## flow/design.v

```verilog
module word_memory #(parameter lines = 16, parameter setbits = $clog2(lines))
    (input logic clk, we,
      input logic [31:0] wd,
      input logic [setbits-1:0] set,
      input logic [3:0] ByteMask,
      output logic [31:0] rd);
  logic [7:0] BYTE0[lines-1:0];   
  logic [7:0] BYTE1[lines-1:0];   
  logic [7:0] BYTE2[lines-1:0];   
  logic [7:0] BYTE3[lines-1:0];   
  assign rd = {BYTE3[set], 
               BYTE2[set],
               BYTE1[set],
               BYTE0[set]};
  always_ff @(posedge clk)
    if (we) begin
      BYTE0[set] <= ByteMask[0] ? wd[7:0]   : BYTE0[set];
      BYTE1[set] <= ByteMask[1] ? wd[15:8]  : BYTE1[set];
      BYTE2[set] <= ByteMask[2] ? wd[23:16] : BYTE2[set];
      BYTE3[set] <= ByteMask[3] ? wd[31:24] : BYTE3[set];
    end
endmodule
```

## flow/run.sh

```bash
#!/bin/bash
# OpenROAD 26Q1-2900-gdf79404cd8, Yosys 0.63+post, stock flow scripts
make -C /OpenROAD-flow-scripts/flow DESIGN_CONFIG=/design/flow/config.mk WORK_HOME=/design/flow/orfs finish
```

==> run notes <==
run results: status=completed, min Tclk post-route=4680 ps, register share after synthesis=0.750, final instance area=23800 µm², Non-Filler Instances=1716, first-pass GRT wire length=65000 µm, routed len/inst=25.4 µm, Worst VDD drop=230 µV, violation count after the first detailed-route iteration=591, clk buf depth=3, clk sinks=512, CTS Buf Count=51, Core Rows=82, Design Power=8.41 mW, arrival time worst endpoint=3600 ps, ys cells=886, cell taking the most area after synthesis=edfxtp_1, Clk pwr share=0.389, clock slew at reported path FFs=60 ps, yosys simple share=0.0125, filler instances=3993, Routed WL=43600 µm, Top cell area share=0.750, die width=228 µm, share of post-route cells with drive strength above 1=0.323, Post-synth EDFFs=512, Comb pwr share=0.075, Sw Share=0.210, CTS tree=built, and-or/or-and share of the synthesized area=0.0438, total track usage=0.188, GR Overflow Total=0, initial antenna violation count=0, Rel. slew slack=0.219, worst reg-to-reg setup slack=3250 ps, Buffers on Ports=73, # Max-Cap Violations=0, Seq cells post-synth=512, yosys warning tally=1, post_cts resized=0, worst slack, placed=765 ps, Finish-stage setup viols=0, full die area=52200 µm², met1 Use GR=0.227, Yosys chip area=20500 µm², Slew Limit Fails=0, Synth Cell Area=20500 µm², busiest grt layer=met2, hold slack=1180 ps, Netlist cell types=24, sequential power share=0.536, Post-CTS Hold Buffers=0, Switching Power=1.76 mW, Worst Max-Slew Pin Slew=1170 ps, Vias/cell=5.52, Lkg Pwr=7.26 nW, via count=9479, H-tree Lvls=2, Post-synth top flop=edfxtp_1, met3 Usage GRT=0.145, Top logic family=multiplexers, XORs/XNORs by Area=0, drt pass-1 iters=6, pin count of the biggest net entering global routing=58, endpoint class of the critical path=output port, ys async rst share=0, cells after synthesis=886, # IOs=74, Startpoint Class=input port, Synth mux share=0.175, Log Warnings=25, worst min path class=flip-flop to flip-flop, P_int=6.64 mW, Reg area=15400 µm², Floorplan Utilization=0.407, Adder Area Share=0, Die Height=228 µm, post-layout util=0.473, RSZ-0062 raised after global routing=false, n_diodes=0, most common cell in the netlist=edfxtp_1, dpl cells=1623, fmax=0.214 GHz, CP required=4320 ps, power density of the placed cells=353 nW/µm², DRC Markers=0, Setup TNS=0 ps, GRT met2 Usage=0.280, CTS root buffer=clkbuf_16, clock latency (worst-skew pair)=580 ps, Commonest cells post-synth=edfxtp_1 (512), mux4_2 (128), nor2_1 (48), clock skew=11.6 ps, crit-path max FO=22, mean post-synth cell area=23.1 µm², Final Hold Fails=0, critical path type=input port to output port, synthesis-to-finish area growth=16.3%, Post-CTS Setup Inserts=0, Post-DP Area=22300 µm², Worst Slack Setup Final=720 ps, via count of the first global-routing pass=10600, hpwl dp=24600 µm, GPL Wtd Cong=0.778, logic area=4870 µm², post-route ant nets=0, final period utilization=0.867, top post-synthesis cells by area=edfxtp_1 (75%), mux4_2 (14%), mux2i_4 (3.4%), a221oi_2 (2.3%), nor2_1 (0.88%), Core ar.=50400 µm²
worst paths after layout:
check | startpoint | to | cells past startpoint
max | set[0] | rd[22] | 6
min | BYTE1[2][4] | BYTE1[10][4] | 3
max reg2reg | BYTE0[5][7] | BYTE0[5][7] | 3
min reg2reg | BYTE1[2][4] | BYTE1[10][4] | 3
sequential cells by signal, summed over array words and instances (netlist names):
signal  flops
BYTE0     128
BYTE3     128
BYTE2     128
BYTE1     128
logic make-up after synthesis:
group,Yosys count
compound gates,96
buf+inv,58
flops,512
mux,160
simple gates,60
critical path: stages:
cell             delay [ps]
buf_4                   290
nand2b_2                650
buf_4                   470
o22ai_2                 160
a21oi_1                 360
clkdlybuf4s50_1         570
power by group through the flow:
| stage | sequential (mW) | combinational (mW) | clock, mW |
|---|---|---|---|
| CTS | 4.51 | 0.638 | 3.35 |
| global route | 4.51 | 0.680 | 3.49 |
| finish | 4.51 | 0.627 | 3.27 |
layout make-up:
cell class                      instances  area share
Sequential cell                       512       0.645
Multi-Input combinational cell        316       0.204
Clock buffer                           64      0.0574
Timing Repair Buffer                  119      0.0503
Tap cell                              672      0.0353
Clock inverter                         29     0.00745
Inverter                                4    0.000630
layout by cell type (no fill, tap or decap):
cell             synthesis  final
or2_2                    1      1
buf_2                   13      1
inv_1                    4      4
edfxtp_1               512    512
buf_4                   18     37
mux2i_1                  1      1
a221oi_2                31     31
clkbuf_8                 0      1
nor2_1                  48     32
mux4_2                 128    128
nand2b_1                 2      1
bufinv_16                0      2
clkinv_2                 0     13
buf_12                   0     10
nand3_1                  1      1
o22ai_1                 22     22
nand3b_1                 2      2
buf_6                    8      1
nand2_1                  1      1
clkbuf_1                 9     11
clkinv_1                 0     14
a21oi_1                 32     32
nand2b_2                 0      1
o22ai_2                 10     10
a221oi_1                 1      1
nor2_4                   0     16
clkbuf_16                0     53
nor2b_1                  4      4
or3b_2                   1      1
mux2i_4                 31     31
clkdlybuf4s50_1          0     69
layer usage:
metal / vias to the layer above / part of all wire
li1: 4059 / -
met1: 4720 / 0.33
met2: 627 / 0.48
met3: 73 / 0.17
met4: 0 / 0.023
met5: - / 0
No activity file was given, so power comes from the tool's default toggle rates.
