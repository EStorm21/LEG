--- run.sh ---
#!/bin/bash
# OpenROAD 26Q1-2900-gdf79404cd8, Yosys 0.63+post, stock flow scripts
make -C /OpenROAD-flow-scripts/flow DESIGN_CONFIG=/design/flow/config.mk WORK_HOME=/design/flow/orfs finish
--- design.v ---
module uart(input  logic        UARTCLK, HCLK,
	        input  logic        HRESETn, 
            input  logic        HSEL, 
            input  logic [4:0] HADDR, 
            input  logic        HWRITE, 
            input  logic [31:0] HWDATA, 
            output logic [31:0] HRDATA );
	logic [31:0] regs[18:0];  
	logic [31:0] raw_counter_limit, counter, fracCycle, fracCounter, rawInterrupts;  
	logic baudClk;
    assign raw_counter_limit = regs[9];
    assign frac_counter_limit = regs[10];
    assign counter_limit = fracCycle ? raw_counter_limit + 1 : raw_counter_limit;
    always_ff @(posedge UARTCLK or negedge HRESETn)
    	if (~HRESETn) begin
    		counter <= 32'b1;
    		baudClk <= 0;
    	end else if (counter >= counter_limit) begin
    		baudClk <= ~baudClk;
    		counter <= 32'b1;
    	end else begin
    		counter <= counter + 1;
    	end
    always_ff @(posedge UARTCLK or negedge HRESETn)
    	if (~HRESETn) begin
    		fracCounter <= 6'b111111;
    		fracCycle <= 0;
    	end else if (fracCounter <= frac_counter_limit) begin
    		fracCycle <= 1;
    		fracCounter <= 6'b111111;
    	end else begin
    		fracCycle <= 0;
    		fracCounter <= fracCounter - 1;
    	end
    	assign interruptsClr = (HWRITE & HSEL & HADDR == 5'b10001);
    	assign interruptsEn = ~interruptsClr & ((HWRITE & HSEL & HADDR == 5'b01110) ? HWDATA : regs[14]);
     always_ff @(posedge HCLK or negedge HRESETn)
     	if (~HRESETn) begin
	      regs[0]  <= 32'b0;   
	      regs[1]  <= 32'b0;   
	      regs[2]  <= 32'b0;   
	      regs[3]  <= 32'b0;   
	      regs[4]  <= 32'b0;   
	      regs[5]  <= 32'b0;   
	      regs[6]  <= 32'b010010000;   
	      regs[7]  <= 32'b0;   
	      regs[8]  <= 32'b0;   
	      regs[9]  <= 32'b0;   
	      regs[10] <= 32'b0;   
	      regs[11] <= 32'b0;   
	      regs[12] <= 32'h0300;   
	      regs[13] <= 32'h12;   
	      regs[14] <= 32'b0;   
	      regs[15] <= 32'b0;   
	      regs[16] <= 32'b0;   
	      regs[17] <= 32'b0;   
	      regs[18] <= 32'b0;   
	    end else begin
	      if (HWRITE & HSEL & HADDR == 5'b01001) regs[9] <= HWDATA;
	      if (HWRITE & HSEL & HADDR == 5'b01010) regs[10] <= HWDATA;
	      regs[14] <= interruptsEn;
	      regs[15] <= rawInterrupts;
	    end
	    assign HRDATA = regs[HADDR];
endmodule
--- constraint.sdc ---
current_design uart

set clk_period 7.8
set clk_io_pct 0.2

create_clock -name clk0 -period $clk_period [get_ports {HCLK}]

set non_clock_inputs [all_inputs -no_clocks]
set_input_delay [expr $clk_period * $clk_io_pct] -clock clk0 $non_clock_inputs
set_output_delay [expr $clk_period * $clk_io_pct] -clock clk0 [all_outputs]
--- config.mk ---
export PLATFORM = sky130hd
export DESIGN_NAME = uart
export DESIGN_NICKNAME = uart
export VERILOG_FILES = /design/flow/design.v
export SDC_FILE = /design/flow/constraint.sdc
export NUM_CORES = 4
export LEC_CHECK = 1
export CORE_UTILIZATION = 30
==> results.cfg <==
; flow metrics
[final_timing]
hold_viol = 0
fmax_mhz = 176
period_minus_slack_ns = 5.70
setup_viol = 0
fin_tns_setup_ns = 0
rsz0062_at_grt = false
timing.slew.headroom_pct = 49.8
worst_slack_ns = 2.10
clock_skew_ns = 0
fin_crit_sh_pct = 73.0
slew_violations = 0
worst_pin_slew_ns = 0.752

[setup_path]
slowest_stage = clkdlybuf4s50_1
crit_required_ns = 6.24
worstPathArrival_ns = 4.14
cp_common_cell = clkdlybuf4s50_1
worst_path_dominant_cell_family = buffers and inverters
startpoint_type = input port
worstPathCellList = clkdlybuf4s50_1, nor3b_4, and2_2, a22o_1, clkdlybuf4s50_1
crit_path_end_kind = primary output
critPathMaxFanout = 26
critPathKind = in2out
slowest_delay_ns = 0.69
cp_num_buf_inv = 2

[route]
routed_wl_um = 6550
dr.pass1.iters = 4
vias = 2035
diodes = 0
drtIter0Drc = 31
viasPerCell = 4.79
antenna_left = 0
route.detailed.drc = 0
wl_per_cell_um = 15.4

[global_routing]
gr-total-overflow = 0
grt.total_usage_pct = 12.8
first_global_vias = 2116
grt_pass1_wl_um = 10800
grt_max_degree = 37
antenna_found_initial = 0

[yosys]
top_cell = dfrtp_1
synth_cell_type_count = 32
ff_type = dfrtp_1
syn_area_mm2 = 0.00317
syn_inst = 213
synth_top_area_share_pct = 51.4
top_area_cell = dfrtp_1
synth_flops = 65
yosysWarnings = 38
top_cells_by_count = dfrtp_1 (65), mux2_4 (43), a22o_1 (26), mux2_2 (21)
ys_async_sr_fraction_pct = 100
ys_cells = 213
edf_count = 0
postSynthSeqShare_pct = 51.4
avgSynthCellArea_um2 = 14.9
ys_area_mm2 = 0.00317
area_leaders = dfrtp_1 (51%), mux2_4 (20%), mux2_2 (7.5%), a22o_1 (7.2%), buf_6 (2.1%)

[worst_hold_path]
hp-class = reg2reg

[clock_tree]
cts_buffer_depth = 2
cts_max_level = 3
cts.clk_slew.worst_paths_ns = 0.07
root_buffer = clkbuf_8
holdBufCountCts = 0
ctsResizeCount = 0
clock-sinks = 65
cts_tree = done
clock.latency.late_pin_ns = 0.33
cts_setup_buffers = 0
cts_buffers = 9

[die]
io_pins = 74
die_h_um = 105
dieArea_mm2 = 0.0110
rows = 37
die_width_um = 105
core_mm2 = 0.0103
fp-utilization_pct = 30.8

[cells_and_area]
flop_area_mm2 = 0.00163
mi_logic_area_mm2 = 0.00143
largest-register = regs
fill_cells = 996
area_growth_pct = 30.9
top_regs = regs x65
stdcell_area_mm2 = 0.00415
largest_reg_flops = 65
drive_gt1_share_pct = 30.8

[power_and_ir_drop]
power.leakage_uw = 0.00193
p_per_area_mw_per_mm2 = 191
vdd_drop_max_mv = 0.0913

[placed_design]
dp_slack_ns = 2.10
portBuffers = 72
dp_hpwl_um = 4080
gp_congestion = 0.751
dpl_cell_area_mm2 = 0.00396

[job]
warnings = 26
timing.max_cap.violations = 0

[outcome]
status = completed
area by class of cell:
cell class	count	share of cell area [%]
repair buffers	74	17.6
clock buffers	10	3.08
flip-flops and latches	65	39.2
well taps	136	4.10
multi-input cells	133	34.5
clock inverters	6	1.42
inverters	1	0.0905
path summary, 6_finish.rpt:
| kind | start | end | cells past startpoint | slack, ns |
|---|---|---|---|---|
| min reg2reg | regs[9][31] | regs[9][31] | 1 | 0.51 |
| max in group asynchronous | HRESETn | regs[9][2] | 2 | 5.61 |
| min in group asynchronous | HRESETn | regs[9][11] | 1 | 1.24 |
| max | HADDR[2] | HRDATA[30] | 5 | 2.10 |
| min | regs[9][31] | regs[9][31] | 1 | 0.51 |
| max reg2reg | regs[14] | regs[14] | 3 | 6.79 |
cells in the final DEF (no fill, tap or decap):
| cell type | Yosys | layout |
|---|---|---|
| a41oi_1 | 1 | 1 |
| buf_4 | 3 | 2 |
| clkbuf_1 | 1 | 1 |
| nand2b_1 | 3 | 3 |
| clkinv_2 | 0 | 4 |
| a2bb2oi_1 | 1 | 1 |
| a32oi_1 | 1 | 1 |
| clkbuf_8 | 0 | 9 |
| nand3b_1 | 2 | 2 |
| a21oi_1 | 3 | 3 |
| a21boi_0 | 1 | 1 |
| clkinv_4 | 0 | 1 |
| buf_2 | 4 | 1 |
| nor2b_1 | 2 | 2 |
| nor2_1 | 1 | 1 |
| nand2_1 | 3 | 3 |
| nor3b_1 | 3 | 3 |
| nor3b_4 | 1 | 1 |
| dfrtp_1 | 65 | 65 |
| nand4_1 | 1 | 1 |
| a21bo_2 | 1 | 1 |
| nand3_1 | 6 | 6 |
| and2_2 | 1 | 1 |
| o211ai_1 | 1 | 1 |
| nor3_4 | 0 | 1 |
| a22o_1 | 26 | 26 |
| nand3_4 | 2 | 2 |
| mux2_4 | 43 | 43 |
| a21o_1 | 2 | 2 |
| clkdlybuf4s50_1 | 0 | 71 |
| and2_1 | 2 | 2 |
| o21ai_0 | 3 | 3 |
| mux2_2 | 21 | 21 |
| and4bb_2 | 1 | 1 |
| bufinv_16 | 0 | 1 |
| inv_1 | 1 | 1 |
metal layers:
layer / GRT usage [%] / share of wire, % / up-vias
li1: - / - / 937
met1: 21.0 / 50 / 1041
met5: 0 / 0 / -
met3: 2.29 / 3.9 / 9
met4: 1.91 / 1.6 / 0
met2: 18.5 / 45 / 48
report_power, final:
part | leakage [uW] | internal (uW) | switching, uW
Combinational | 0.000973 | 76.9 | 33.0
Sequential | 0.000860 | 380 | 23.2
Clock | 0.0000998 | 146 | 131
Total | 0.00193 | 603 | 187
cells by family (layout without fill, tap and decap cells):
kind of cell    count (synthesis)  after routing  synth area share (%)
simple gates                   29             29                  6.84
buf+inv                        15             91                  3.71
mux                            64             64                  27.9
compound gates                 40             40                  10.2
flops                          65             65                  51.4
worst reg2reg max path: stages, from the launching register on:
cell	delay [ns]
dfrtp_1	0.40
a21boi_0	0.13
a41oi_1	0.14
a21bo_2	0.23
through the flow:
| step | instances | hold slack, ns | util [%] | total power (uW) |
|---|---|---|---|---|
| floorplan | 213 | 0.474 | - | 471 |
| global placement | 409 | 0.487 | 38.5 | 517 |
| detailed placement | 409 | 0.493 | 38.5 | 520 |
| CTS | 425 | 0.510 | 40.3 | 802 |
| global route | 425 | 0.526 | 40.3 | 829 |
| finish | 425 | 0.508 | 40.3 | 790 |
No activity file was given, so power comes from the tool's default toggle rates.
