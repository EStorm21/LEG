## flow/run.sh

```bash
#!/bin/bash
# OpenROAD 26Q1-2900-gdf79404cd8, Yosys 0.63+post, stock flow scripts
make -C /OpenROAD-flow-scripts/flow DESIGN_CONFIG=/design/flow/config.mk WORK_HOME=/design/flow/orfs finish
```

## flow/constraint.sdc

```tcl
current_design addresspath

set clk_period 6.0
set clk_io_pct 0.2

create_clock -name clk0 -period $clk_period [get_ports {clk}]

set non_clock_inputs [all_inputs -no_clocks]
set_input_delay [expr $clk_period * $clk_io_pct] -clock clk0 $non_clock_inputs
set_output_delay [expr $clk_period * $clk_io_pct] -clock clk0 [all_outputs]
```

## flow/config.mk

```make
export PLATFORM = sky130hd
export DESIGN_NAME = addresspath
export DESIGN_NICKNAME = addresspath
export VERILOG_FILES = /design/flow/design.v
export SDC_FILE = /design/flow/constraint.sdc
export NUM_CORES = 4
export LEC_CHECK = 1
export CORE_UTILIZATION = 30
```

## flow/design.v

```verilog
module addressdecode(input  logic [3:0]  Reg_4b,
                     input  logic RegFileRzD,			  
                     input  logic [5:0] ModeOneHot,  
                     output logic [31:0] RegOneHot);
  always_comb 
    casez ({RegFileRzD, ModeOneHot, Reg_4b})   
      11'b0_??????_0000: RegOneHot = 32'h00000001;  
      11'b0_??????_0001: RegOneHot = 32'h00000002;
      11'b0_??????_0010: RegOneHot = 32'h00000004;
      11'b0_??????_0011: RegOneHot = 32'h00000008;
      11'b0_??????_0100: RegOneHot = 32'h00000010;  
      11'b0_??????_0101: RegOneHot = 32'h00000020;
      11'b0_??????_0110: RegOneHot = 32'h00000040;
      11'b0_??????_0111: RegOneHot = 32'h00000080;
      11'b0_?0????_1000: RegOneHot = 32'h00000100;  
      11'b0_?0????_1001: RegOneHot = 32'h00000200;
      11'b0_?0????_1010: RegOneHot = 32'h00000400;
      11'b0_?0????_1011: RegOneHot = 32'h00000800;
      11'b0_?0????_1100: RegOneHot = 32'h00001000;  
      11'b0_100000_1101: RegOneHot = 32'h00002000; 
      11'b0_100000_1110: RegOneHot = 32'h00004000;
      11'b0_??????_1111: RegOneHot = 32'h00008000;  
      11'b0_000100_1101: RegOneHot = 32'h00010000;  
      11'b0_000100_1110: RegOneHot = 32'h00020000;
      11'b0_000010_1101: RegOneHot = 32'h00040000;  
      11'b0_000010_1110: RegOneHot = 32'h00080000;
      11'b0_000001_1101: RegOneHot = 32'h00100000;  
      11'b0_000001_1110: RegOneHot = 32'h00200000;      
      11'b0_001000_1101: RegOneHot = 32'h00400000;  
      11'b0_001000_1110: RegOneHot = 32'h00800000;      
      11'b0_010000_1000: RegOneHot = 32'h01000000;  
      11'b0_010000_1001: RegOneHot = 32'h02000000;
      11'b0_010000_1010: RegOneHot = 32'h04000000;
      11'b0_010000_1011: RegOneHot = 32'h08000000;
      11'b0_010000_1100: RegOneHot = 32'h10000000;  
      11'b0_010000_1101: RegOneHot = 32'h20000000;
      11'b0_010000_1110: RegOneHot = 32'h40000000;
      11'b1_??????_1111: RegOneHot = 32'h80000000;
      default: RegOneHot = 32'h0;
    endcase 
endmodule 
module addresspath(  
                    input  logic        clk, reset,
                    input  logic [31:0] InstrE,					  
                    input  logic        ALUSrcD, 
                    input  logic [3:0]  RegFileRzD,
                    input  logic [1:0]  RegSrcD,
                    input  logic [7:0]  CPSR8_W, 
                    input logic [31:0]  InstrD,
                    output logic [31:0]  WA3W, RA1D, RA2D,
                    input  logic        StallF, StallD, FlushD, StallE, StallM, FlushM, FlushW, StallW, 
                    output logic        Match_1E_M, Match_1E_W, Match_2E_M, Match_2E_W, 
                    output logic        Match_1D_E, Match_2D_E
          					);
  logic [31:0]  WA3D, WA3M, WA3E, RA1E, RA2E;
  logic [3:0]  RA1_4b_D, RA1_RnD, RA2_4b_D, WA3_4b_D;
  logic user_sys, fiq, irq, svc, abort, undef;
  logic [5:0] ModeOneHotD;
  assign user_sys= (CPSR8_W[4:0] == 5'b10000 | CPSR8_W[4:0] == 5'b11111);
  assign fiq     = (CPSR8_W[4:0] == 5'b10001);
  assign irq     = (CPSR8_W[4:0] == 5'b10010);
  assign svc     = (CPSR8_W[4:0] == 5'b10011);
  assign abort   = (CPSR8_W[4:0] == 5'b10111);
  assign undef   = (CPSR8_W[4:0] == 5'b11011);
  assign ModeOneHotD    = {user_sys, fiq, irq, svc, abort, undef};
  mux2 #(4) ra1mux(InstrD[19:16], 4'b1111, RegSrcD[0], RA1_RnD);
  mux2 #(4) ra1RSRmux(RA1_RnD, InstrD[11:8], (RegFileRzD[2] & RegFileRzD[3]), RA1_4b_D);
  mux2 #(4) ra2mux(InstrD[3:0], InstrD[15:12], RegSrcD[1], RA2_4b_D);
  assign WA3_4b_D = InstrD[15:12];
  assign regR2_D = ~RegSrcD[1] & ~ALUSrcD;
  addressdecode address_decoder1(RA1_4b_D, RegFileRzD[0], ModeOneHotD, RA1D);
  addressdecode address_decoder2(RA2_4b_D, RegFileRzD[1], ModeOneHotD, RA2D);
  addressdecode address_decoder3(WA3_4b_D, RegFileRzD[2], ModeOneHotD, WA3D);
  flopenr #(1) notimmreg(clk, reset, ~StallE, regR2_D, regR2_E);
  flopenr #(32) wa3ereg(clk, reset, ~StallE, WA3D, WA3E); 
  flopenr #(32) ra1reg( clk, reset, ~StallE, RA1D, RA1E);
  flopenr #(32) ra2reg( clk, reset, ~StallE, RA2D, RA2E); 
  eqcmp #(32) m4a(WA3E, RA1D, Match_1D_E);
  eqcmp #(32) m4b(WA3E, RA2D, Match_2D_E);
  flopenrc #(32) wa3mreg( clk, reset, ~StallM, FlushM, WA3E,       WA3M);
  flopenrc #(1)  match1em(clk, reset, ~StallM, FlushM, Match_1D_E, Match_1E_M); 
  flopenrc #(1)  match2em(clk, reset, ~StallM, FlushM, Match_2D_E, Match_2E_M); 
  flopenrc #(32) wa3wreg(clk, reset, ~StallW, FlushW, WA3M, WA3W);
  eqcmp #(32) m1(WA3W, RA1E, Match_1E_W);
  eqcmp #(32) m3(WA3W, RA2E, Match_2E_W);
endmodule 
module eqcmp #(parameter WIDTH = 8)
             (input  logic [WIDTH-1:0] a, b,
              output logic             y);
  assign y = (a == b); 
endmodule
module flopenr #(parameter WIDTH = 8)
                (input  logic             clk, reset, en,
                 input  logic [WIDTH-1:0] d, 
                 output logic [WIDTH-1:0] q);
  always_ff @(posedge clk, posedge reset)
    if (reset)   q <= 0;
    else if (en) q <= d;
endmodule
module flopenrc #(parameter WIDTH = 8)
                (input  logic             clk, reset, en, clear,
                 input  logic [WIDTH-1:0] d, 
                 output logic [WIDTH-1:0] q);
  always_ff @(posedge clk, posedge reset)
    if (reset)   q <= 0;
    else if (en) 
      if (clear) q <= 0;
      else       q <= d;
endmodule
module mux2 #(parameter WIDTH = 8)
             (input  logic [WIDTH-1:0] d0, d1, 
              input  logic             s, 
              output logic [WIDTH-1:0] y);
  assign y = s ? d1 : d0; 
endmodule
```

==> flow_metrics.py <==
# Flow results
metrics = {
    "status": {
        "outcome": "finished, final reports clean",
    },
    "logic_synthesis": {
        "yosysChipArea_sq_mm": 0.00911,
        "ys_sh_simple_pct": 21.8,
        "ys_sh_mux_pct": 3.18,
        "top_cell": "dfrtp_1",
        "numSynthFlops": 162,
        "logic_family": "simple AND/OR/NAND/NOR gates",
        "xor_area_share_pct": 8.46,
        "ys_warn_count": 7,
        "synth_seq_share_pct": 44.5,
        "synthDistinctLibCells": 72,
        "syn_inst": 976,
        "synth-edff-count": 0,
        "yosysTopAreaCellShare_pct": 44.5,
        "ys_sh_aoi_pct": 18.5,
        "syn_avg_cell_area_sq_um": 9.34,
        "ys_cells": 976,
        "async_flop_share_pct": 100,
        "top_cells_by_area": "dfrtp_1 44%, xor2_1 6.4%, nand2_1 5.1%, o21ai_0 3.7%, a22o_1 3.7%",
        "yosysTopAreaCell": "dfrtp_1",
        "yosys.area_share.adder_pct": 0,
        "flop_cell": "dfrtp_1",
        "syn_area_sq_mm": 0.00911,
        "ys_top_cells_by_count": "162 x dfrtp_1, 123 x nand2_1, 68 x o21ai_0, 67 x xor2_1, 62 x nor2_1",
    },
    "setup_path": {
        "cp_slowest_cell": "or4_4",
        "crit_chain": "clkdlybuf4s50_1 > nand2b_1 > or2_1 > nand4_4 > o41a_1 > o32a_1 > or4_1 > or4_4 > nor3_2 > buf_4 > clkdlybuf4s50_1",
        "crit_required_ps": 4800,
        "critPathLaunchType": "input port",
        "crit_arrival_ps": 4700,
        "crit_type": "in2out",
        "cp-end-kind": "output pin",
        "crit_top_cell": "clkdlybuf4s50_1",
        "crit_fanout": 4,
        "slowest_delay_ps": 540,
    },
    "floorplan": {
        "chip_area_sq_mm": 0.0311,
        "fp_util_pct": 30.6,
        "die_width_um": 176,
        "row_count": 63,
        "pin_count": 191,
        "core-area_sq_mm": 0.0298,
        "die_y_um": 176,
    },
    "placement": {
        "place_inst": 1555,
        "hpwl_um": 26500,
        "gp_congestion": 0.933,
        "numPortBuffers": 135,
    },
    "final_layout": {
        "drive_gt1_share_pct": 19.3,
        "stdcell_count": 1596,
        "nFillCells": 2841,
        "syn2layout_area_growth_pct": 38.4,
        "regArea_sq_mm": 0.00405,
        "logic_area_sq_mm": 0.00492,
    },
    "detailed_routing": {
        "maxUsedRoutingLayer": "met4",
        "wl_um": 34900,
        "wl_met2_um": 15500,
        "routed-wl-met3_um": 2620,
        "wl_per_cell_um": 21.9,
        "drt-met1-wl_um": 16000,
        "num_vias": 8458,
        "drt-pass1-iter-count": 5,
        "drc": 0,
        "viasPerCell": 5.30,
        "ant_nets": 0,
        "first_iter_violations": 569,
        "insertedDiodeCount": 0,
    },
    "clock_network": {
        "cts_htree_levels": 4,
        "clkTransAtPathRegs_ps": 60,
        "root_buffer": "clkbuf_16",
        "insertion_delay_ps": 420,
        "clock_sink_count": 162,
        "cts_made_buffers": 17,
        "cts_tree": "yes",
        "cts_buffer_depth": 2,
    },
    "final_timing": {
        "fin_crit_ps": 5900,
        "fmax_mhz": 170,
        "hold_violations": 0,
        "fin_skew_ps": 5.70,
        "slew_viol_final": 0,
        "finalSetupViolations": 0,
        "fin_crit_sh_pct": 98.3,
        "rsz0062_at_grt": "no",
        "max_slew.worst_pin.slew_ps": 798,
        "slew_headroom_pct": 46.3,
    },
    "global_route": {
        "grt_pass1_wl_um": 51100,
        "grtUsageTotal_pct": 23.2,
        "overflow": 0,
        "grt_start_max_net_pins": 76,
        "grt_pass1_vias": 7886,
        "antenna_found_initial": 1,
    },
    "flow_run": {
        "drv_cap": 0,
        "openroad.warnings": 80,
    },
    "min_path": {
        "hp-class": "reg2reg",
    },
    "pwr": {
        "ir_worst_vdd_v": 0.000193,
        "p_leak_uw": 0.00571,
        "p_per_area_mw_per_mm2": 221,
        "fin_total_pwr_uw": 2780,
    },
}
[logic make-up (layout without fill, tap and decap cells)]
family	after synthesis	after routing
xor gates and xnor gates	88	88
AOI/OAI and AO/OA	235	235
DFF	162	162
muxes	26	26
and+or+nand+nor	384	384
buffers and inverters	81	311
[layout make-up]
type	count	share of cell area, %
flip-flops and latches	162	32.1
repair buffers	264	19.0
clock buffers	17	3.37
well taps	390	3.87
multi-input cells	733	39.0
clock inverters	15	2.09
inverters	15	0.486
[per-layer routing]
metal / GRT usage [%] / up-vias
li1: - / 3975
met1: 35.6 / 4131
met2: 34.1 / 320
met3: 5.71 / 32
met4: 4.35 / 0
met5: 0 / -
[report_power, final]
part | internal, uW | total [uW] | switching (uW)
sequential | 1100 | 1120 | 17.4
combinational | 164 | 376 | 212
clock | 796 | 1280 | 488
[stage by stage]
stage	worst slack [ps]	util, %	setup TNS [ps]	hold slack (ps)	area [sq um]
after CTS	9.91	41.4	0	490	12300
after floorplan	423	-	0	423	9110
final	101	42.3	0	485	12600
after detailed placement	-133	39.0	-192	473	11600
after global placement	-187	39.0	-248	467	11600
after global routing	9.03	42.3	0	504	12600
[timing repair]
item	4_1_cts	5_1_grt
gates resized	7	41
endpoints found under the setup margin	2	2
gates cloned	0	2
pin swaps	4	18
hold buffers	0	0
buffers inserted	1	6
[cells in the final DEF (no fill, tap or decap), types with 6 or more instances in the layout]
master / Yosys / routed
dlymetal6s2s_1: 0 / 8
buf_4: 1 / 124
nand3b_1: 6 / 6
dfrtp_1: 162 / 162
clkbuf_16: 0 / 19
nand4_1: 17 / 17
a22o_1: 38 / 38
nand4b_1: 7 / 7
mux2_2: 24 / 24
o21ai_0: 68 / 66
nor4_1: 26 / 22
and2_1: 8 / 7
o31ai_1: 41 / 40
nor3b_1: 8 / 6
nand2_1: 123 / 123
xnor2_1: 21 / 21
nand2b_1: 50 / 50
nand3_1: 13 / 12
nor3_1: 29 / 25
nor2_1: 62 / 57
xor2_1: 67 / 67
clkdlybuf4s50_1: 0 / 125
a32o_1: 8 / 8
inv_1: 15 / 14
bufinv_16: 0 / 6
or3_1: 6 / 6
a21oi_1: 19 / 16
[critical path: cells and delay by family]
| family | cells | cell delay [ps] |
|---|---|---|
| simple gates | 6 | 1820 |
| buf+inv | 3 | 1120 |
| compound gates | 2 | 550 |
[registers in the layout, summed over array words and instances, names as in the netlist]
signal      flops
wa3ereg.q      32
match1em.q      1
wa3mreg.q      32
wa3wreg.q      32
match2em.q      1
ra2reg.q       32
ra1reg.q       32
[final timing paths]
kind | from | endpoint | slack [ps] | depth (start not counted)
worst min register to register | wa3mreg.q[26]$_DFFE_PP0N_ | wa3mreg.q[26]$_DFFE_PP0N_ | 480 | 2
worst max-delay path | CPSR8_W[1] | Match_1D_E | 100 | 11
max in group asynchronous | reset | wa3ereg.q[1]$_DFFE_PP0N_ | 3590 | 3
worst max register to register | wa3ereg.q[10]$_DFFE_PP0N_ | match1em.q$_DFFE_PP0N_ | 3180 | 6
min in group asynchronous | reset | wa3wreg.q[22]$_DFFE_PP0N_ | 1260 | 2
worst min-delay path | wa3mreg.q[26]$_DFFE_PP0N_ | wa3mreg.q[26]$_DFFE_PP0N_ | 480 | 2
Power and IR drop assume default switching activity.
