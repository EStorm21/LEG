==> flow/design.v <==
module rotator(input  logic [31:0] ExtImmD,
              input logic [31:0] InstrD,
              output logic [31:0] RotImm,
              output logic ZeroRotate,
              input logic		noRotateD);
reg[63:0] temp;
logic [4:0] shiftamt;
assign shiftamt = {InstrD[11:8],1'b0};
assign ZeroRotate = InstrD[11:8] == 0;  
always_comb
	if (InstrD[27:25] == 3'b001 & ~noRotateD)  
	  begin
	    temp = ({ExtImmD,ExtImmD}) >> shiftamt;
	    RotImm = temp[31:0];
	  end
	else
	  RotImm = ExtImmD[31:0];
endmodule
==> flow/run.sh <==
#!/bin/bash
# OpenROAD 26Q1-2900-gdf79404cd8, Yosys 0.63+post, stock flow scripts
make -C /OpenROAD-flow-scripts/flow DESIGN_CONFIG=/design/flow/config.mk WORK_HOME=/design/flow/orfs finish
==> flow/config.mk <==
export PLATFORM = sky130hd
export DESIGN_NAME = rotator
export DESIGN_NICKNAME = rotator
export VERILOG_FILES = /design/flow/design.v
export SDC_FILE = /design/flow/constraint.sdc
export NUM_CORES = 4
export LEC_CHECK = 1
export CORE_UTILIZATION = 50
export SYNTH_HDL_FRONTEND = slang
==> flow/constraint.sdc <==
current_design rotator

set clk_period 7.9
set clk_io_pct 0.2

create_clock -name clk0 -period $clk_period

set non_clock_inputs [all_inputs -no_clocks]
set_input_delay [expr $clk_period * $clk_io_pct] -clock clk0 $non_clock_inputs
set_output_delay [expr $clk_period * $clk_io_pct] -clock clk0 [all_outputs]
==> impl_metrics.csv <==
group,metric,value,unit
outcome,status,"complete, no violations",
timing,fin_crit_sh,70.06,%
timing,grt_setup_unrepaired,"no",
timing,fmax,180.7,MHz
power,finalPower,0.0001364,W
timing,slew_viol_final,0,
route,drt_iter0_drc,83,
setup_path,crit_path_max_fanout,34,
hold_path,hold_path.class,"in -> out",
yosys,yosysCellCount,156,
clock_tree,cts_resized,0,
timing,tightest_slew,0.5398,ns
power,switching_share,41.38,%
power,switchingPower,0.00005645,W
timing,fin_tns_setup,0,ns
grt,antenna_found_initial,0,
setup_path,startpoint_type,"input pin",
timing,setup_viol,0,
setup_path,required,6.32,ns
route,avgRoutedWirePerCell,18.81,um
power,clockPowerShare,0,%
yosys,yosysUniqueCellTypes,14,
route,postRouteAntennaNets,0,
route,wirelength,4.816,mm
timing,hold_viol_final,0,
layout,drive_above_1_share,18.87,%
clock_tree,ctsHoldBuffers,0,
power,combPwrFrac,100.0,%
power,ir_drop,49.55,uV
yosys,synth.avg_cell_area,10.27,um2
grt,grt_max_degree,35,
placement,port_buffers,73,
route,vias,1758,
floorplanning,fp_util,52.50,%
setup_path,crit_path_end_kind,"output port",
layout,n_sequential_cell,0,
clock_tree,post_cts_buffers,0,
route,dr.pass1.iters,4,
yosys,yosys-stat-area,1603,um2
layout,clkbuf_count,0,
layout,lay_top_cells,"71 x clkdlybuf4s50_1, 32 x mux4_2, 32 x mux2i_1, 32 x nand2_1, 32 x o221ai_1",
layout,fillers,219,
yosys,netlist_instances,156,
floorplanning,fp.dieH,58.62,um
power,seq_power_share,0,%
grt,grt_pass1_wl,7.817,mm
layout,seqCellArea,0,um2
power,leakagePower,0.8928,nW
grt,grt_pass1_vias,1602,
route,vias_per_cell,6.867,
timing,post-route-min-period,5.535,ns
timing,timing.slew.headroom,64.01,%
power,p_int,0.00007997,W
route,n_antenna_cell,0,
run,warnings,58,
route,drc,0,
floorplanning,io_pins,98,
placement,post-dp-hpwl,3.616,mm
yosys,yosys_warnings,0,
yosys,postSynthSeqShare,0,%
grt,grtUsageTotal,31.07,%
placement,finalWeightedCongestion,0.9579,
setup_path,criticalPathCategory,"in -> out",
floorplanning,die-area,3436,um2
layout,mostFrequentLayoutCell,"clkdlybuf4s50_1",
floorplanning,design.core.area,3053,um2
power,p_per_area,59.45,nW/um2
layout,syn_to_final_growth,43.17,%
yosys,synth_area,1603,um2
floorplanning,core.rowCount,20,
grt,grt-ovfl-total,0,
setup_path,crit_arrival,3.96,ns
run,maxCapViolations,0,
floorplanning,fp.dieW,58.62,um
Yosys cell counts:
cell	instances	area (um2)
nor4_1	1	6.260
o221ai_1	32	280.3
mux2i_1	32	320.3
buf_1	2	7.510
nand2b_1	1	6.260
clkbuf_1	9	33.78
buf_4	1	7.510
mux4_2	32	720.7
buf_2	7	35.03
nand2_1	32	120.1
inv_1	1	3.750
or2_1	1	6.260
buf_6	4	45.04
or4b_1	1	10.01
path summary, 6_finish.rpt:
| kind | startpoint | end | slack (ns) | cells past startpoint |
|---|---|---|---|---|
| worst min-delay path | InstrD[11] | ZeroRotate | 4.13 | 3 |
| worst max-delay path | noRotateD | RotImm[22] | 2.36 | 7 |
power groups by stage:
| stage | Clock, W | Sequential [W] | Combinational, W |
|---|---|---|---|
| 4_1_cts | 0 | 0 | 0.000135 |
| 5_1_grt | 0 | 0 | 0.000147 |
| 6_report | 0 | 0 | 0.000136 |
area by class of cell:
type | count | area, um2 | area share, %
timing repair buffer | 79 | 765.7 | 33.37
inverter | 1 | 3.754 | 0.1636
multi-input combinational | 132 | 1470 | 64.07
tap | 44 | 55.05 | 2.399
worst max-delay path, cell delays in order:
cell	delay (ns)
clkdlybuf4s50_1	0.39
or4b_1	0.51
buf_4	0.26
or2_1	0.24
buf_4	0.23
o221ai_1	0.24
clkdlybuf4s50_1	0.50
cells by family after synthesis:
logic type / count (synthesis) / synth area share (%)
multiplexers: 64 / 64.95
AND/OR/NAND/NOR: 36 / 9.291
buffers and inverters: 24 / 8.274
AND-OR/OR-AND: 32 / 17.49
stage by stage:
step / std cells / hold WS (ns) / setup slack, ns / area [um2] / utilization, %
after floorplan: 156 / 3.173 / 3.460 / 1603 / -
after global placement: 256 / 4.126 / 2.394 / 2295 / 75.16
after detailed placement: 256 / 4.121 / 2.376 / 2295 / 75.16
after CTS: 256 / 4.133 / 2.367 / 2295 / 75.16
after global routing: 256 / 4.150 / 2.251 / 2295 / 75.16
final: 256 / 4.128 / 2.365 / 2295 / 75.16
metal layers:
metal  up-vias  GRT usage (%)  share of wire (%)
li1        795              -                  -
met1       855          51.16                 43
met2       108          44.66                 45
met3         0          11.58                 12
met4         0          1.020                  0
met5         -              0                  0
Power and IR drop assume default switching activity.
