==> ./design.v <==
module alu(input  logic [31:0] AIn, BIn,
           input  logic [2:0]  ALUOperation,
           input logic         InvertB, ReverseInputs, ALUCarryIn,
           output logic [31:0] Result,
           output logic [3:0]  Flags);
  logic        Neg, Zero, Carry, Overflow;
  logic [31:0] Condinvb, A, B;
  logic [32:0] Sum;
  mux2 #(32)  alu_inA(AIn, BIn, ReverseInputs, A); 
  mux2 #(32)  alu_inB(BIn, AIn, ReverseInputs, B); 
  assign Condinvb = InvertB ? ~B : B;
  assign Sum = A + Condinvb + ALUCarryIn;
  always_comb
    casex (ALUOperation[2:0]) 
      3'b000: Result = A & Condinvb;
      3'b001: Result = A ^ Condinvb;
      3'b010: Result = Sum;
      3'b011: Result = A | Condinvb;
      3'b100: Result = Condinvb;
      3'b101: Result = {Condinvb[31:1], 1'b0};
      default: Result = Sum;
    endcase
  assign Neg      = Result[31];
  assign Zero     = (Result == 32'b0);
  assign Carry    = Sum[32]; 
  assign Overflow = ~(A[31] ^ Condinvb[31]) & (A[31] ^ Sum[31]);
  assign Flags = {Neg, Zero, Carry, Overflow};
endmodule
module mux2 #(parameter WIDTH = 8)
             (input  logic [WIDTH-1:0] d0, d1, 
              input  logic             s, 
              output logic [WIDTH-1:0] y);
  assign y = s ? d1 : d0; 
endmodule
==> ./run.sh <==
#!/bin/bash
# OpenROAD 26Q1-2900-gdf79404cd8, Yosys 0.63+post, stock flow scripts
make -C /OpenROAD-flow-scripts/flow DESIGN_CONFIG=/design/flow/config.mk WORK_HOME=/design/flow/orfs finish
==> ./config.mk <==
export PLATFORM = sky130hd
export DESIGN_NAME = alu
export DESIGN_NICKNAME = alu
export VERILOG_FILES = /design/flow/design.v
export SDC_FILE = /design/flow/constraint.sdc
export NUM_CORES = 4
export LEC_CHECK = 1
export CORE_UTILIZATION = 50
==> ./constraint.sdc <==
current_design alu

set clk_period 12.2
set clk_io_pct 0.2

create_clock -name clk0 -period $clk_period

set non_clock_inputs [all_inputs -no_clocks]
set_input_delay [expr $clk_period * $clk_io_pct] -clock clk0 $non_clock_inputs
set_output_delay [expr $clk_period * $clk_io_pct] -clock clk0 [all_outputs]
==> flow_metrics.tcl <==
# place-and-route summary
set metrics [dict create \
    crit_fanout 17 \
    setup_violations 0 \
    power.density_cell_area_nw_per_um2 74.91 \
    ios 106 \
    multi_input_comb_area_um2 4478 \
    area_taken_by_flip_flops_and_latches_um2 0 \
    max_cap_violations 0 \
    total_standard_cell_area_after_synthesis_um2 5055 \
    port_buffers 106 \
    stage_log_warnings 65 \
    antenna_found_initial 0 \
    die_area_um2 10520 \
    layout_top_cell_excl_fill_tap "clkdlybuf4s50_1" \
    net-switching-power_mw 0.2400 \
    synth.yosys.seq_area_share_pct 0 \
    globalRouteOverflowTotal 0 \
    max_freq_mhz 101.6 \
    timing_worst_setup_path_type "input port to output pin" \
    cp-start-kind "input port" \
    intPower_mw 0.2132 \
    outcome "finished, final reports clean" \
    post_synth.cell_area_avg_um2 7.021 \
    ratio_of_routed_vias_to_standard_cells 5.959 \
    hold_path_class "input port to output pin" \
    layout.clock_buffers 0 \
    ctsResizeCount 0 \
    std_cell_rows 36 \
    worst-endpoint-arrival_ps 7400 \
    firstDrtPassIters 5 \
    maxSlewViolCount 0 \
    tightestPinTransition_ps 840.6 \
    post-cts-setup-buffers 0 \
    routed-via-count 5411 \
    netSwitchingFraction_pct 52.96 \
    detail_route.iter0.violations 268 \
    grt_max_degree 54 \
    setup_repair_after_global_routing_missed_its_margin "no" \
    cts-hold-fix-buffers 0 \
    hold_start "InvertB" \
    routedWlPerCell_um 17.06 \
    hold-path-cell-count 5 \
    static-leakage-power_nw 2.715 \
    antennaDiodeCount 0 \
    min_period_over_period_pct 80.67 \
    area_delta_synth_final_pct 19.70 \
    remaining_drc_errors 0 \
    layout_top_cells_excl_fill_tap "103 x clkdlybuf4s50_1, 76 x inv_1, 64 x ha_1, 58 x mux2i_1, 55 x nand2_1" \
    power.sequential.fraction_pct 0 \
    ys_cells 720 \
    synth.lib_cells_used.distinct 72 \
    power.combinational.fraction_pct 100.0 \
    worst_ir_drop_vdd_mv 0.04214 \
    timing.critical_path.required_ps 9760 \
    postSynthCellCount 720 \
    fillers 908 \
    die_w_um 102.5 \
    pre_cts_ws_ps 2473 \
    yosysWarnings 1 \
    timing.hold.worst_endpoint "Result[2]" \
    fp_util_pct 51.72 \
    place.detailed.hpwl_um 11820 \
    gp_congestion 0.9997 \
    tns_ps 0 \
    first_pass_grt_wire_length_um 24390 \
    clock_power_share_pct 0 \
    gr-usage-all-layers_pct 29.80 \
    number_of_sequential_storage_elements 0 \
    worst_slew_margin_rel_pct 43.82 \
    timing.final.ws_setup_ps 2358 \
    number_of_global_route_vias_before_repair 4908 \
    post_route_cells_drive_above_1_share_pct 6.452 \
    core_area_um2 9774 \
    die_height_um 102.5 \
    synth.yosys.chip_area_um2 5055 \
    critPathCaptureType "output pin" \
    route.antenna.remaining_nets 0 \
    timing_hold_violations_final 0 \
    finalWirelength_um 15490 \
    finalCriticalPeriod_ps 9842 \
]
[synth_stat cells (6+ instances only)]
cell type,n,area share (%)
a211oi_1,7,1.0
a21o_1,14,2.1
a21oi_1,44,4.4
a22oi_1,12,1.8
and3_1,7,0.87
buf_1,7,0.52
buf_2,23,2.3
clkbuf_1,24,1.8
ha_1,64,16
inv_1,76,5.6
mux2_2,27,6.0
mux2i_1,58,11
nand2_1,55,4.1
nand2b_1,8,0.99
nand3_1,12,1.2
nand4_1,7,0.87
nor2_1,32,2.4
nor3_1,6,0.59
o211ai_1,7,1.0
o21ai_0,46,4.6
o21ai_1,8,0.79
o221ai_1,11,1.9
o22a_1,11,1.9
o22ai_1,10,1.2
xnor2_1,35,6.1
xor2_1,20,3.5
[power by group through the flow]
stage	Sequential (mW)	Clock [mW]	Combinational (mW)
after CTS	0	0	0.451
after global routing	0	0	0.500
final	0	0	0.453
[worst max-delay path, cell delays in order]
cell,delay (ps)
buf_2,450
buf_4,400
xor2_1,230
inv_1,90
ha_1,430
a2111oi_0,460
o21ai_1,240
nand2_1,180
xor2_1,200
o221ai_1,190
nor4b_1,460
nand4b_1,210
nor4_1,520
nand4bb_1,180
nor4_2,220
clkdlybuf4s50_1,490
[cell families after synthesis]
logic type               count (synthesis)  share of synthesized area (%)
AND-OR/OR-AND                          217                          29.06
AND/OR/NAND/NOR                        160                          15.87
buffers and inverters                  137                          11.41
multiplexers                            85                          17.50
adder cells (fa/ha/maj)                 66                          16.63
XOR/XNOR                                55                          9.530
[stage by stage]
stage / std cells / cell area [um^2] / utilization, % / power (mW) / hold WS, ps
finish: 908 / 6051 / 61.90 / 0.4533 / 5990
global route: 908 / 6051 / 61.90 / 0.5002 / 6014
CTS: 908 / 6051 / 61.90 / 0.4511 / 5982
detailed placement: 908 / 6051 / 61.90 / 0.4476 / 5978
global placement: 908 / 6051 / 61.90 / 0.4440 / 5972
floorplan: 720 / 5055 / - / 0.3047 / 5054
[layout make-up]
class                      instances  area share [%]
multi-input combinational        583           74.01
tap                              133           2.750
inverter                          76           4.715
timing repair buffer             116           18.53
[routing by layer]
layer | wire length (um) | track usage (%)
met5 | 0 | 0
met2 | 7413 | 52.87
met1 | 6681 | 38.77
met4 | 518 | 10.00
met3 | 873 | 1.172
[how the worst max path moves through the flow]
stage | from | to | slack [ps] | cells past startpoint
4_1_cts | InvertB | Flags[2] | 2440 | 16
5_1_grt | InvertB | Flags[2] | 2050 | 16
6_report | InvertB | Flags[2] | 2360 | 16
No activity file was given, so power comes from the tool's default toggle rates.
