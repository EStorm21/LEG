## flow/config.mk

```make
export PLATFORM = sky130hd
export DESIGN_NAME = instr_word_memory
export DESIGN_NICKNAME = instr_word_memory
export VERILOG_FILES = /design/flow/design.v
export SDC_FILE = /design/flow/constraint.sdc
export NUM_CORES = 4
export LEC_CHECK = 1
export CORE_UTILIZATION = 30
```

## flow/design.v

```verilog
module instr_word_memory #(parameter lines = 16, parameter setbits = $clog2(lines))
    (input logic clk, we,
    input logic [31:0] wd,
    input logic [setbits-1:0] set, 
    output logic [31:0] rd);
  logic [7:0] BYTE0[lines-1:0];   
  logic [7:0] BYTE1[lines-1:0];   
  logic [7:0] BYTE2[lines-1:0];   
  logic [7:0] BYTE3[lines-1:0];   
  assign rd = {BYTE3[set], 
               BYTE2[set],
               BYTE1[set],
               BYTE0[set]};
  always_ff @(posedge clk)
    if (we) begin
      BYTE0[set] <= wd[7:0];
      BYTE1[set] <= wd[15:8];
      BYTE2[set] <= wd[23:16];
      BYTE3[set] <= wd[31:24];
    end
endmodule
```

## flow/run.sh

```bash
#!/bin/bash
# OpenROAD 26Q1-2900-gdf79404cd8, Yosys 0.63+post, stock flow scripts
make -C /OpenROAD-flow-scripts/flow DESIGN_CONFIG=/design/flow/config.mk WORK_HOME=/design/flow/orfs finish
```

## flow/constraint.sdc

```tcl
current_design instr_word_memory

set clk_period 5.4
set clk_io_pct 0.2

create_clock -name clk0 -period $clk_period [get_ports {clk}]

set non_clock_inputs [all_inputs -no_clocks]
set_input_delay [expr $clk_period * $clk_io_pct] -clock clk0 $non_clock_inputs
set_output_delay [expr $clk_period * $clk_io_pct] -clock clk0 [all_outputs]
```

==> results.py <==
# Generated from Yosys and OpenROAD reports
metrics = {
    "global_route": {
        "via_count_of_the_first_global_routing_pass": 9891,
        "wire_length_of_the_first_global_routing_pass_um": 62000,
        "grt_start_max_net_pins": 69,
        "grtUsageTotal_pct": 14.1,
        "grt_remaining_overflow": 0,
        "number_of_antenna_violations_at_the_first_check_in_global_routing": 2,
    },
    "timing": {
        "worst_slew_pin_slew_ns": 0.850,
        "layout_min_cycle_time_ns": 4.62,
        "min_period_over_period_pct": 85.6,
        "tns_ns": 0,
        "fmax_mhz": 216,
        "setup_viol": 0,
        "postLayoutSetupSlackWorst_ns": 0.780,
        "worst_slew_margin_rel_pct": 43.0,
        "rsz0062_at_grt": "no",
        "hold_viol": 0,
        "slew_viol_final": 0,
    },
    "worst_hold_path": {
        "hold_path_class": "in -> reg",
        "min_delay_path_depth": 1,
    },
    "critical_path": {
        "critical_path.endpoint_type": "output pin",
        "cells_along_the_critical_path": "clkdlybuf4s50_1 -> nor2b_4 -> buf_4 -> a22oi_1 -> nand2_1 -> clkdlybuf4s50_1",
        "crit_type": "in -> out",
        "worst_path_dominant_cell_family": "buffers and inverters",
        "start_kind": "primary input",
        "cp.required_ns": 4.32,
        "critical-path-max-stage-delay_ns": 0.68,
        "critical_path.max_fanout": 17,
        "wp_depth": 6,
        "buffers_plus_inverters_on_the_worst_setup_path": 3,
        "path_common_cell": "sky130_fd_sc_hd__clkdlybuf4s50_1",
        "crit_slowest_cell": "sky130_fd_sc_hd__clkdlybuf4s50_1",
        "worst_ep_arrival_time_ns": 3.54,
    },
    "logic_synthesis": {
        "top_area_share_pct": 80.0,
        "post_synth_ao_oa_area_fraction_pct": 2.50,
        "total_cells_reported_by_yosys_after_synthesis": 808,
        "post_synthesis_instance_area_um2": 19200,
        "synth-adder-area-share_pct": 0,
        "edf_count": 512,
        "ys_seq_share_pct": 80.0,
        "synth.top_cells.by_count": "sky130_fd_sc_hd__edfxtp_1, sky130_fd_sc_hd__mux4_2, sky130_fd_sc_hd__a22oi_1",
        "synth.yosys.warnings": 1,
        "ys_sh_mux_pct": 15.0,
        "synth_cells": 808,
        "synth_flop_count": 512,
        "synth.avg_cell_area_um2": 23.8,
        "topCellsByArea": "sky130_fd_sc_hd__edfxtp_1, sky130_fd_sc_hd__mux4_2, sky130_fd_sc_hd__a22oi_1",
        "synth.cellmix.simpleShare_pct": 1.31,
        "synth_area_leader_cell": "sky130_fd_sc_hd__edfxtp_1",
        "top_cell": "sky130_fd_sc_hd__edfxtp_1",
        "synth.comb.largest_family": "multiplexers",
        "yosys_area_um2": 19200,
        "ys_dominant_reg_cell": "sky130_fd_sc_hd__edfxtp_1",
        "synthXorXnorAreaFrac_pct": 0,
        "synthDistinctLibCells": 17,
        "synth-async-reset-ratio_pct": 0,
    },
    "clock_network": {
        "cts-resized-gates": 0,
        "path_clk_slew_ns": 0.06,
        "clock_tree.htree_level_count": 2,
        "cts.sink_count": 512,
        "post_cts_buffers": 0,
        "postCtsHoldBufs": 0,
        "cts_buffers": 50,
        "clk_path_buf_depth": 3,
        "clock_tree.root_cell": "sky130_fd_sc_hd__clkbuf_16",
        "tritoncts": "built",
    },
    "cells_and_area": {
        "drive_above_1_share_pct": 27.9,
        "final_design_area_no_fill_um2": 22900,
        "utilization_pct": 36.2,
        "area_growth_syn_to_layout_pct": 19.1,
    },
    "routing": {
        "antenna-diode-count": 0,
        "route.antenna.remaining_nets": 0,
        "drc": 0,
        "detail_route.vias_per_cell": 4.82,
        "detail_route.wirelength_um": 41200,
        "detailedRoute.firstPassIterationCount": 6,
        "detail_route.iter0.violations": 574,
        "wl_per_cell_um": 22.8,
        "vias": 8718,
    },
    "placement": {
        "hpwlAfterDp_um": 23500,
        "placement.setup.worst_slack_ns": 0.812,
        "buffer_ports.inserted": 69,
        "detailed_place.area_um2": 21300,
        "routabilityCongestion": 0.788,
    },
    "die": {
        "die_y_um": 255,
        "std_cell_rows": 92,
        "chip_area_um2": 65100,
        "num_ports": 70,
        "die_x_um": 255,
        "core_util_floorplan_pct": 30.4,
        "floorplan.core_area_um2": 63200,
    },
    "power_and_ir_drop": {
        "pwr_dens_nw_per_um2": 366,
        "ir_drop_uv": 238,
        "cellLeakagePower_nw": 7.07,
        "p_total_w": 0.00838,
    },
    "flow_run": {
        "max_cap_viol_count": 0,
        "tool_warnings": 25,
    },
    "status": {
        "status": "complete, no violations",
    },
}
==> power by group <==
group | switching [W] | internal [W] | total (W)
Clock | 0.00144 | 0.00201 | 0.00346
Combinational | 0.000238 | 0.000211 | 0.000449
Sequential | 0.0000157 | 0.00446 | 0.00447
==> layer usage <==
layer	wire length (um)	global-route usage, %
met2	20200	21.8
met3	6060	9.98
met4	941	2.93
met5	34	0.226
met1	14000	16.5
==> final timing paths <==
| check | from | endpoint | slack, ns |
|---|---|---|---|
| worst max-delay path | set[2] | rd[0] | 0.78 |
| worst min-delay path | wd[13] | BYTE1[8][5] | 1.41 |
==> kinds of logic (layout without fill, tap and decap cells) <==
group,after synthesis,after routing
multiplexers,128,128
buffers and inverters,45,200
AND/OR/NAND/NOR,59,59
AND-OR/OR-AND,64,64
flip-flops,512,512
==> metrics by stage <==
| step | std cells | hold slack, ns |
|---|---|---|
| 2_1_floorplan | 808 | 1.18 |
| 5_1_grt | 1809 | 1.43 |
| 6_report | 1809 | 1.41 |
| 3_3_place_gp | 1719 | 1.99 |
| 3_5_place_dp | 1719 | 2.01 |
| 4_1_cts | 1809 | 1.39 |
==> final cells by class <==
cell class                 instances  area, um2
multi-input combinational        251       3750
timing repair buffer             110       1080
sequential                       512      15400
clock buffer                      55       1290
clock inverter                    35        335
fill                            5631      40300
tap                              846       1060
==> flip-flops by register name, summed over array words and instances, names as in the netlist <==
name   cells
BYTE2    128
BYTE3    128
BYTE0    128
BYTE1    128
==> cell usage in the layout, fill, tap and decap left out <==
master / instances
sky130_fd_sc_hd__edfxtp_1: 512
sky130_fd_sc_hd__mux4_2: 128
sky130_fd_sc_hd__clkdlybuf4s50_1: 67
sky130_fd_sc_hd__a22oi_1: 64
sky130_fd_sc_hd__clkbuf_16: 51
sky130_fd_sc_hd__buf_4: 35
sky130_fd_sc_hd__nand2_1: 33
sky130_fd_sc_hd__clkinv_2: 14
sky130_fd_sc_hd__nor2_4: 13
sky130_fd_sc_hd__clkinv_1: 9
sky130_fd_sc_hd__bufinv_16: 6
sky130_fd_sc_hd__buf_12: 6
sky130_fd_sc_hd__nor3_2: 4
sky130_fd_sc_hd__clkbuf_1: 4
sky130_fd_sc_hd__clkinvlp_4: 3
sky130_fd_sc_hd__nor2b_4: 2
sky130_fd_sc_hd__nand2b_1: 2
sky130_fd_sc_hd__nand3b_1: 2
sky130_fd_sc_hd__inv_6: 2
sky130_fd_sc_hd__and2_2: 1
sky130_fd_sc_hd__or3b_2: 1
sky130_fd_sc_hd__nand3_1: 1
sky130_fd_sc_hd__inv_8: 1
sky130_fd_sc_hd__clkbuf_8: 1
sky130_fd_sc_hd__buf_6: 1
Power is estimated from default activity; no workload was simulated.
